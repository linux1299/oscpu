### design/flow/config.mk
export PLATFORM = sky130hd
export DESIGN_NAME = ysyx_210184_axirw
export DESIGN_NICKNAME = ysyx_210184_axirw
export VERILOG_FILES = /design/flow/design.v
export SDC_FILE = /design/flow/constraint.sdc
export NUM_CORES = 4
export LEC_CHECK = 1
export CORE_AREA = 10 10 326 326
export DIE_AREA = 0 0 336 336
### design/flow/constraint.sdc
current_design ysyx_210184_axirw

set clk_period 4.4
set clk_io_pct 0.2

create_clock -name clk0 -period $clk_period [get_ports {clk}]

set non_clock_inputs [all_inputs -no_clocks]
set_input_delay [expr $clk_period * $clk_io_pct] -clock clk0 $non_clock_inputs
set_output_delay [expr $clk_period * $clk_io_pct] -clock clk0 [all_outputs]
### design/flow/design.v
`timescale 1ns / 1ps
module ysyx_210184_ffn
#( parameter WIDTH = 64 )
(
    input  wire               clk,
    input  wire               rst,
    input  wire               stall,
    input  wire [WIDTH-1 : 0] d,
    output reg  [WIDTH-1 : 0] q
);
    always @(posedge clk) begin
        if (~rst) q <= {WIDTH{1'b0}};
        else begin
            if(stall) q <= q;
            else      q <= d;
        end 
    end
endmodule
module ysyx_210184_axirw # (
    parameter RW_DATA_WIDTH     = 64,
    parameter AXI_DATA_WIDTH    = 64,
    parameter AXI_ADDR_WIDTH    = 64,
    parameter AXI_ID_WIDTH      = 4
)(
    input                               clk,
    input                               rst,
	input                               r_ena_i,
    input                               w_ena_i,
    input  [AXI_DATA_WIDTH-1:0]         addr_i,
    input  [RW_DATA_WIDTH-1:0]          w_data_i,
    input  [RW_DATA_WIDTH/8-1:0]        w_mask_i,
    output [RW_DATA_WIDTH-1:0]          r_data_o,
    output                              r_ready_o,
    output                              w_ready_o,
    input                               no_Icache_to_axi4,
    input                               is_fencei,
    input                               axi_aw_ready_i,
    output                              axi_aw_valid_o,
    output [AXI_ADDR_WIDTH-1:0]         axi_aw_addr_o,
    output [AXI_ID_WIDTH-1:0]           axi_aw_id_o,
    output [7:0]                        axi_aw_len_o,
    output [2:0]                        axi_aw_size_o,
    output [1:0]                        axi_aw_burst_o,
    input                               axi_w_ready_i,
    output                              axi_w_valid_o,
    output [AXI_DATA_WIDTH-1:0]         axi_w_data_o,
    output [AXI_DATA_WIDTH/8-1:0]       axi_w_strb_o,
    output                              axi_w_last_o,
    output                              axi_b_ready_o,
    input                               axi_b_valid_i,
    input  [1:0]                        axi_b_resp_i,
    input  [AXI_ID_WIDTH-1:0]           axi_b_id_i,
    input                               axi_ar_ready_i,
    output                              axi_ar_valid_o,
    output [AXI_ADDR_WIDTH-1:0]         axi_ar_addr_o,
    output [AXI_ID_WIDTH-1:0]           axi_ar_id_o,
    output [7:0]                        axi_ar_len_o,
    output [2:0]                        axi_ar_size_o,
    output [1:0]                        axi_ar_burst_o,
    output                              axi_r_ready_o,
    input                               axi_r_valid_i,
    input  [1:0]                        axi_r_resp_i,
    input  [AXI_DATA_WIDTH-1:0]         axi_r_data_i,
    input                               axi_r_last_i,
    input  [AXI_ID_WIDTH-1:0]           axi_r_id_i
);
    wire axi_ar_valid_o_wire;
    wire [AXI_ADDR_WIDTH-1 : 0] axi_ar_addr_o_wire;
    wire [2:0] axi_ar_size_o_wire;
    wire axi_aw_valid_o_wire;
    wire [AXI_ADDR_WIDTH-1 : 0] axi_aw_addr_o_wire;
    wire axi_w_valid_o_wire;
    reg r_ready_o_wire;
    reg [RW_DATA_WIDTH-1 : 0] r_data_o_wire;
    reg w_ready_o_wire;
    wire [2:0] axi_aw_size_o_wire;
    reg r_cache_valid;
    reg [31:0] r_cache_addr;
    reg [3:0] send_state, nxt_send_state;
    reg [9:0] reset_delay;
    wire      is_reset_delay_ok;
    always @(posedge clk) begin
        if(~rst) reset_delay <= 10'b0;
        else begin
            if(is_reset_delay_ok) reset_delay <= reset_delay;
            else reset_delay <= reset_delay + 10'b1;
        end
    end
    assign is_reset_delay_ok = (reset_delay == 10'd300);
    reg [63:0] addr_cache, w_data_cache;
    reg [ 7:0] w_mask_cache;
    reg        is_32_bus;
    always @ (posedge clk) begin
        if(~rst) addr_cache <= 64'b0;
        else begin
            if( (r_ena_i | w_ena_i) & send_state==4'd0) addr_cache <= addr_i;
            else addr_cache <= addr_cache;
        end
    end
    always @(posedge clk) begin
        if(~rst) w_data_cache <= 64'b0;
        else begin
            if(r_ena_i | w_ena_i) w_data_cache <= w_data_i;
            else w_data_cache <= w_data_cache;
        end
    end
    always @(posedge clk) begin
        if(~rst) w_mask_cache <= 8'b0;
        else begin
            if(r_ena_i | w_ena_i) w_mask_cache <= w_mask_i;
            else w_mask_cache <= w_mask_cache;
        end
    end
    always @(posedge clk) begin
        if(~rst) is_32_bus <= 1'b0;
        else begin
            if(r_ena_i | w_ena_i) is_32_bus <= (addr_i[63:13] == 51'b0001_0000_0000_0000_000) | (addr_i[63:28] == 36'b11);
            else is_32_bus <= is_32_bus;
        end
    end
    always @(posedge clk) begin
        if(~rst) send_state <= 4'd0;
        else send_state <= nxt_send_state;
    end
    wire r_hit_cache = r_ena_i & ~no_Icache_to_axi4 & (addr_i>=64'h80000000) & (addr_i[31:3] == r_cache_addr[31:3]) & r_cache_valid ; 
    always @ (*)begin
        case(send_state)
            4'd0:begin
                if(r_hit_cache) nxt_send_state = 4'd0;
                else if(r_ena_i) nxt_send_state = 4'd1;
                else if(w_ena_i) nxt_send_state = 4'd4;
                else nxt_send_state =4'd0;
            end
            4'd1:begin
                if(is_reset_delay_ok) begin
                    if(is_32_bus & addr_cache[2] == 1'b0) nxt_send_state = 4'd2;
                    else if(is_32_bus & addr_cache[2] == 1'b1) nxt_send_state = 4'd3;
                    else nxt_send_state = 4'd2;
                end
                else nxt_send_state = 4'b1;
            end
            4'd2:begin
                if(~axi_ar_ready_i) nxt_send_state = 4'd2;
                else nxt_send_state = 4'd0;  
            end
            4'd3: begin
                if(~axi_ar_ready_i) nxt_send_state = 4'd3;
                else nxt_send_state = 4'd0;
            end
            4'd4: begin
                if(is_reset_delay_ok) begin
                    if(is_32_bus & addr_cache[2] == 1'b0) nxt_send_state = 4'd5;
                    else if(is_32_bus & addr_cache[2] == 1'b1) nxt_send_state = 4'd8;
                    else nxt_send_state = 4'd5;
                end
                else nxt_send_state = 4'd4;
            end
            4'd5: begin
                if(~axi_aw_ready_i & ~axi_w_ready_i) nxt_send_state = 4'd5;
                else if(axi_aw_ready_i & (~axi_w_ready_i) ) nxt_send_state = 4'd6;
                else if(~axi_aw_ready_i & axi_w_ready_i) nxt_send_state = 4'd7;
                else if(axi_aw_ready_i & axi_w_ready_i) nxt_send_state = 4'd0;
                else nxt_send_state = 4'd5;  
            end
            4'd6: begin
                if(axi_w_ready_i) nxt_send_state = 4'd0; 
                else nxt_send_state = 4'd6;
            end
            4'd7: begin
                if(axi_aw_ready_i) nxt_send_state = 4'd0; 
                else nxt_send_state = 4'd7;
            end
            4'd8: begin
                if(~axi_aw_ready_i & ~axi_w_ready_i) nxt_send_state = 4'd8;
                else if(axi_aw_ready_i & (~axi_w_ready_i) ) nxt_send_state = 4'd9;
                else if(~axi_aw_ready_i & axi_w_ready_i) nxt_send_state = 4'd10;
                else if(axi_aw_ready_i & axi_w_ready_i) nxt_send_state = 4'd0;
                else nxt_send_state = 4'd8;  
            end
            4'd9: begin
                if(axi_w_ready_i) nxt_send_state = 4'd0; 
                else nxt_send_state = 4'd9;
            end
            4'd10: begin
                if(axi_aw_ready_i) nxt_send_state = 4'd0; 
                else nxt_send_state = 4'd10;
            end
            default: nxt_send_state = 4'd0;
        endcase
    end
    assign axi_ar_valid_o_wire =    (send_state == 4'd1 & is_reset_delay_ok) ? 1'b1 :
                                    (send_state == 4'd2 & (~axi_ar_ready_i)) ? 1'b1 :
                                    (send_state == 4'd3 & (~axi_ar_ready_i)) ? 1'b1 : 1'b0;
    ysyx_210184_ffn #(.WIDTH( 1)) ff_ar_valid(.clk(clk), .rst(rst), .stall(1'b0), .d(axi_ar_valid_o_wire), .q(axi_ar_valid_o));
    assign axi_ar_addr_o_wire = (send_state == 4'd1 & is_reset_delay_ok) ? addr_cache : axi_ar_addr_o;
    ysyx_210184_ffn #(.WIDTH(AXI_ADDR_WIDTH)) ff_ar_addr(.clk(clk), .rst(rst), .stall(1'b0), .d(axi_ar_addr_o_wire), .q(axi_ar_addr_o));
    assign axi_ar_size_o_wire = is_32_bus ? 3'b010 : 3'b011;
    ysyx_210184_ffn #(.WIDTH(3)) ff_ar_size(.clk(clk), .rst(rst), .stall(1'b0), .d(axi_ar_size_o_wire), .q(axi_ar_size_o));
    assign axi_ar_id_o = 4'b0000;
    assign axi_ar_len_o = 8'b0;
    assign axi_ar_burst_o = 2'b01;
    assign axi_aw_valid_o_wire =    (send_state == 4'd4 & is_reset_delay_ok) ? 1'b1 :
                                    (send_state == 4'd5 & ~axi_aw_ready_i) ? 1'b1 :
                                    (send_state == 4'd7 & ~axi_aw_ready_i) ? 1'b1 :
                                    (send_state == 4'd8 & ~axi_aw_ready_i) ? 1'b1 :
                                    (send_state == 4'd10 & ~axi_aw_ready_i) ? 1'b1 : 1'b0;
    ysyx_210184_ffn #(.WIDTH( 1)) ff_aw_valid(.clk(clk), .rst(rst), .stall(1'b0), .d(axi_aw_valid_o_wire), .q(axi_aw_valid_o));
    assign axi_aw_addr_o_wire = (send_state == 4'd4 &  is_reset_delay_ok) ? addr_cache : axi_aw_addr_o;
    ysyx_210184_ffn #(.WIDTH(AXI_ADDR_WIDTH)) ff_aw_addr(.clk(clk), .rst(rst), .stall(1'b0), .d(axi_aw_addr_o_wire), .q(axi_aw_addr_o));
    assign axi_aw_size_o_wire = is_32_bus ? 3'b010 : 3'b011;
    ysyx_210184_ffn #(.WIDTH(3)) ff_aw_size(.clk(clk), .rst(rst), .stall(1'b0), .d(axi_aw_size_o_wire), .q(axi_aw_size_o));
    assign axi_aw_id_o = 4'b0000;
    assign axi_aw_len_o = 8'b0;
    assign axi_aw_burst_o = 2'b01;
    assign axi_w_valid_o_wire = (send_state == 4'd4 & is_reset_delay_ok) ? 1'b1 :
                                (send_state == 4'd5 & ~axi_w_ready_i) ? 1'b1 :
                                (send_state == 4'd6 & ~axi_w_ready_i) ? 1'b1 :
                                (send_state == 4'd8 & ~axi_w_ready_i) ? 1'b1 :
                                (send_state == 4'd9 & ~axi_w_ready_i) ? 1'b1 : 1'b0;
    ysyx_210184_ffn #(.WIDTH( 1)) ff_w_valid(.clk(clk), .rst(rst), .stall(1'b0), .d(axi_w_valid_o_wire), .q(axi_w_valid_o));
    assign axi_w_data_o = w_data_cache;
    assign axi_w_strb_o = w_mask_cache;
    ysyx_210184_ffn #(.WIDTH( 1)) ff_w_last(.clk(clk), .rst(rst), .stall(1'b0), .d(axi_w_valid_o_wire), .q(axi_w_last_o));
    reg [1:0] recv_state;
    always @(posedge clk) begin
        if(~rst) recv_state <= 2'b00;
        else recv_state <= 2'b00;
    end
    assign axi_r_ready_o = 1'b1;
    always@(posedge clk)begin
        if(~rst) r_ready_o_wire <= 1'b0;
        else if(r_hit_cache) r_ready_o_wire <= 1'b1;
        else r_ready_o_wire <= ( (recv_state == 2'b00 & axi_r_valid_i) ? 1'b1 :1'b0 ) & (axi_r_resp_i == 2'b00) & axi_r_last_i & (axi_r_id_i == 4'b0);
    end 
    assign r_ready_o = r_ready_o_wire;
    always @(posedge clk) begin
        if(~rst) r_data_o_wire <= 64'b0;
        else begin
            if(recv_state == 2'b00 & axi_r_valid_i) r_data_o_wire <= axi_r_data_i;
            else r_data_o_wire <= r_data_o_wire;
        end
    end
    assign r_data_o = r_data_o_wire;
    always @(posedge clk) begin
        if(~rst) r_cache_valid <= 1'b0;
        else if(is_fencei) r_cache_valid <= 1'b0;
        else if(w_ena_i) r_cache_valid <= 1'b0;
        else if(recv_state == 2'b00 & axi_r_valid_i) r_cache_valid <= 1'b1;
        else r_cache_valid <= r_cache_valid;
    end
    always @(posedge clk) begin
        if(~rst) r_cache_addr <= 32'b0;
        else if(recv_state == 2'b00 & axi_r_valid_i) r_cache_addr <= addr_cache[31:0];
        else r_cache_addr <= r_cache_addr;
    end
    assign axi_b_ready_o = 1'b1;
    always @(posedge clk) begin
        if(~rst) w_ready_o_wire <= 1'b0;
        else w_ready_o_wire <= ( (recv_state == 2'b00 & axi_b_valid_i) ? 1'b1 : 1'b0 ) & (axi_b_resp_i == 2'b00) & (axi_b_id_i == 4'b0);
    end
    assign w_ready_o = w_ready_o_wire;
endmodule
### design/flow/run.sh
#!/bin/bash
# OpenROAD 26Q1-2900-gdf79404cd8, Yosys 0.63+post, stock flow scripts
make -C /OpenROAD-flow-scripts/flow DESIGN_CONFIG=/design/flow/config.mk WORK_HOME=/design/flow/orfs finish
==> reports/results.ini <==
[run_status]
status=finished clean

[setup_path]
timing.rr.end=ff_aw_addr.q[26]$_SDFFE_PN0P_
ff2ff_path_depth=6
critical_path.max_fanout=45
worstSetupEndpoint=ff_aw_addr.q[26]$_SDFFE_PN0P_
critical_path_class=reg -> reg
worstPathArrival_ns=3.43
start_kind=flip-flop
critPathCaptureType=flip-flop
crit_path_start=reset_delay[9]$_SDFFE_PN0P_
r2r-start=reset_delay[9]$_SDFFE_PN0P_
rrSetupSlack_ns=1.49
required_ns=4.91

[yosys]
synth_stat.cells=1690
top_area_cell=dfxtp_1
edf_count=0
synthTopCellsByArea=dfxtp_1, nand2_1, a21boi_0
netlist_area_um2=15200
top_cell_area_share=0.511
netlist_instances=1690
yosys_warnings=4
ys_ff=387
async_flop_share=0
syn_avg_cell_area_um2=8.96
synth_seq_share=0.511
synth_cell_types=42
synth_chip_area_um2=15200
flop_cell=dfxtp_1

[grt]
grt_pass1_vias=12700
grt_pass1_wl_um=85200
grt_usage=0.102
grt_max_degree=165
antenna_found_initial=13
overflow=0

[timing]
period_minus_slack_ns=2.91
tns_ns=0
fmaxAchievable_ghz=0.343
slew_headroom=0.464
rsz0062_at_grt=false
setup_violations=0
finClkSkew_ns=0.0177
whs_ns=0.450
slew_violations=0
hold_viol_final=0
fin_ws_ns=1.49
worst_pin_slew_ns=0.801
period_used_share=0.662

[route]
top_layer_used=met5
drt-pass1-iter-count=6
remaining_drc_errors=0
ant_nets=0
m1WireLength_um=25100
met3WireLength_um=6060
drt_iter0_markers=640
wl_um=59400
wl_per_cell_um=17.2
wl_met2_um=26900
vias=12700
vias_per_cell=3.68

[hold_path]
worst_hold_path_type=reg -> reg
whs_path_depth=2

[final_layout]
final_cells=3454
synthToLayoutAreaGrowth_pct=50.7
drive_gt1_frac=0.0449

[power_and_ir_drop]
swShare=0.238
irDropWorstVdd_v=0.000282
p_clk_frac=0.459
p_total_w=0.00834
comb_power_share=0.094
power_density_nw_per_um2=365
cellLeakagePower_nw=8.16
power_frac_seq=0.448
netSwitchingPower_w=0.00199
p_int_w=0.00635

[clocking]
cts_max_path_buffers=3
cts_tree=yes
cts_setup_buffers=0
clock_sinks=387
clk_latency_ns=0.60
cts_buffers=48
cts.htree.levels=2
clk_pin_slew_ns=0.06
cts_root_buf=clkbuf_16
cts_resized=0
postCtsHoldBufs=0

[flow_run]
warnings=35
drv_cap=0

[floorplanning]
num_io_pins=530
fp.dieH_um=336
core_um2=98700
die_w_um=336
rows=115
die_area_um2=113000
initCoreUtil=0.153

[place]
place_ws_ns=1.01
gp_congestion=0.809
dp_hpwl_um=43600
dp.cells=3373
io_buffers=497

cell usage in the layout, fill, tap and decap left out, types with 4 or more instances in the layout:
master,count
diode_2,6
a22oi_1,5
o21a_1,4
and2_1,4
o21ai_0,7
mux2i_1,93
nor4_1,18
clkinvlp_4,4
nand3_1,5
clkbuf_8,9
nand2_1,541
nor2b_1,106
clkdlybuf4s50_1,495
conb_1,32
buf_4,10
inv_6,4
a21boi_0,208
clkbuf_16,48
xor2_1,30
clkbuf_1,6
a21oi_1,6
xnor2_1,4
nor3_1,4
buf_12,5
dfxtp_1,387
nor2_1,13
nand4_1,5
inv_1,6
a21boi_1,60
ha_1,6
power groups by stage:
stage,logic (W),clock network (W),registers (W)
4_1_cts,0.000801,0.00400,0.00374
5_1_grt,0.000859,0.00410,0.00375
6_report,0.000781,0.00382,0.00373
layout make-up:
| class | instances | area (um2) |
|---|---|---|
| Fill cell | 10700 | 75900 |
| Sequential cell | 387 | 7750 |
| Multi-Input combinational cell | 1181 | 6790 |
| Timing Repair Buffer | 512 | 5160 |
| Tap cell | 1287 | 1610 |
| Clock buffer | 63 | 1350 |
| Clock inverter | 12 | 146 |
| Inverter | 6 | 22.5 |
| Antenna cell | 6 | 15.0 |
flip-flops by register name (all words and copies together), names as in the netlist:
name            count
ff_w_last.q         1
w_data_cache       64
ff_aw_addr.q       64
r_ready_o_wire      1
r_data_o_wire      64
is_32_bus           1
ff_ar_addr.q       64
ff_ar_valid.q       1
w_mask_cache        8
addr_cache         64
r_cache_addr       29
ff_aw_valid.q       1
r_cache_valid       1
w_ready_o_wire      1
ff_ar_size.q        2
send_state         11
reset_delay        10
per-stage QoR:
step,cell area [um2],utilization
after floorplan,15300,-
after global placement,21300,0.216
after detailed placement,21300,0.216
after CTS,22800,0.231
after global routing,22800,0.231
final,22800,0.231
worst max-delay path: stages (launching register included):
cell	delay [ns]
dfxtp_1	0.32
or4b_4	0.56
nor4_4	0.51
and2_4	0.74
buf_4	0.43
nand2_1	0.09
a21boi_0	0.16
how the worst min path moves through the flow:
stage	start	end
final	ff_aw_addr.q[52]$_SDFFE_PN0P_	ff_aw_addr.q[52]$_SDFFE_PN0P_
after global routing	ff_aw_addr.q[55]$_SDFFE_PN0P_	ff_aw_addr.q[55]$_SDFFE_PN0P_
after CTS	addr_cache[46]$_SDFFE_PN0P_	ff_ar_addr.q[46]$_SDFFE_PN0P_
kinds of logic after synthesis:
logic type | count (synthesis) | share of synthesized area
multiplexers | 93 | 0.0614
AND/OR/NAND/NOR | 717 | 0.206
flip-flops | 387 | 0.511
buffers and inverters | 152 | 0.0505
other | 2 | 0.000496
XOR/XNOR | 34 | 0.0197
AND-OR/OR-AND | 299 | 0.146
adder cells (fa/ha/maj) | 6 | 0.00495
cell usage after synthesis (all sizes together) (5+ instances only):
cell / instances
ha: 6
a21oi: 6
a22oi: 5
o21ai: 7
nor4: 19
mux2i: 93
dfxtp: 387
nor2b: 106
a21boi: 268
nor2: 15
inv: 6
clkbuf: 90
xor2: 30
nand3: 5
buf: 56
nand4: 5
nand2: 544
and2: 6
layer usage:
metal	vias up	track usage
met3	75	0.0408
met2	383	0.160
met4	12	0.0170
met1	5887	0.134
met5	-	0
li1	6348	-
Power and IR drop assume default switching activity.
