`constraint.sdc`:
```
current_design exu

set clk_period 49.4
set clk_io_pct 0.2

create_clock -name clk0 -period $clk_period

set non_clock_inputs [all_inputs -no_clocks]
set_input_delay [expr $clk_period * $clk_io_pct] -clock clk0 $non_clock_inputs
set_output_delay [expr $clk_period * $clk_io_pct] -clock clk0 [all_outputs]
```
`run.sh`:
```
#!/bin/bash
# OpenROAD 26Q1-2900-gdf79404cd8, Yosys 0.63+post, stock flow scripts
make -C /OpenROAD-flow-scripts/flow DESIGN_CONFIG=/design/flow/config.mk WORK_HOME=/design/flow/orfs finish
```
`design.v`:
```
`timescale 1ns / 1ps
`timescale 1ns / 1ps
module exu(
    input   [63:0] imm_i,
    input   [63:0] rs1_rdata_i,
    input   [63:0] rs2_rdata_i,
    input   [63:0] csr_rdata_i,
    input   [63:0] pc_i,
    input   [12:0] alu_info_i,
    input   [5:0]  csr_info_i,
    input          op2_is_imm_i,
    input          op_is_jal_i,
    input          rd_wen_i,
    output         exu_rd_wen_o,
    input   [4:0]  rd_addr_i,
    output  [63:0] exu_rd_data_o,
    output  [4:0]  exu_rd_addr_o,
    input   [10:0] ls_info_i,
    input          mem_read_i,
    input          mem_write_i,
    output  [63:0] exu_mem_addr_o,
    output  [63:0] exu_mem_wdata_o,
    output  [10:0] exu_ls_info_o,
    output         exu_mem_read_o,
    output         exu_mem_write_o,
    input          forward_ex_rs1_i,
    input          forward_ex_rs2_i,
    input          forward_ls_rs1_i,
    input          forward_ls_rs2_i,
    input   [63:0] ex_ls_rd_data_i,
    input   [63:0] wbu_rd_wdata_i,
    input          csr_wen_i,
    input   [11:0] csr_waddr_i,
    output  [63:0] exu_csr_wdata_o,
    output         exu_csr_wen_o,
    output  [11:0] exu_csr_waddr_o
);
wire op_alu_or    = alu_info_i[12];
wire op_alu_add   = alu_info_i[11] & ~alu_info_i[0];
wire op_alu_sub   = alu_info_i[10] & ~alu_info_i[0];
wire op_alu_slt   = alu_info_i[ 9];
wire op_alu_sltu  = alu_info_i[ 8];
wire op_alu_xor   = alu_info_i[ 7];
wire op_alu_sll   = alu_info_i[ 6] & ~alu_info_i[0];
wire op_alu_srl   = alu_info_i[ 5] & ~alu_info_i[0];
wire op_alu_sra   = alu_info_i[ 4] & ~alu_info_i[0];
wire op_alu_and   = alu_info_i[ 3];
wire op_alu_lui   = alu_info_i[ 2];
wire op_alu_auipc = alu_info_i[ 1];
wire op_alu_word  = alu_info_i[ 0];
wire op_alu_addw  = alu_info_i[11] & alu_info_i[0];
wire op_alu_subw  = alu_info_i[10] & alu_info_i[0];
wire op_alu_sllw  = alu_info_i[ 6] & alu_info_i[0];
wire op_alu_srlw  = alu_info_i[ 5] & alu_info_i[0];
wire op_alu_sraw  = alu_info_i[ 4] & alu_info_i[0];
wire op_csr_csrrw = csr_info_i[5];
wire op_csr_csrrs = csr_info_i[4];
wire op_csr_csrrc = csr_info_i[3];
wire op_csr_csrrwi= csr_info_i[2];
wire op_csr_csrrsi= csr_info_i[1];
wire op_csr_csrrci= csr_info_i[0];
wire op_csr       = op_csr_csrrw
                  | op_csr_csrrs
                  | op_csr_csrrc
                  | op_csr_csrrwi
                  | op_csr_csrrsi
                  | op_csr_csrrci
                  ;
wire signed [63:0] add_rd_data;
wire signed [63:0] sub_rd_data;
wire        [63:0] slt_rd_data;
wire        [63:0] sltu_rd_data;
wire        [63:0] xor_rd_data;
wire        [63:0] sll_rd_data;
wire        [63:0] srl_rd_data;
wire signed [63:0] sra_rd_data;
wire        [63:0] and_rd_data;
wire        [63:0] or_rd_data;
wire        [63:0] lui_rd_data;
wire signed [63:0] auipc_rd_data;
wire        [63:0] addw_rd_data;
wire        [63:0] subw_rd_data;
wire        [63:0] sllw_rd_data;
wire        [63:0] srlw_rd_data;
wire        [63:0] sraw_rd_data;
wire        [63:0] jal_rd_data;
wire        [31:0] sllw_temp;
wire        [31:0] srlw_temp;
wire signed [31:0] sraw_temp;
wire        [63:0] csrrw_wdata;
wire        [63:0] csrrs_wdata;
wire        [63:0] csrrc_wdata;
wire        [63:0] csrrwi_wdata;
wire        [63:0] csrrsi_wdata;
wire        [63:0] csrrci_wdata;
reg         [63:0] op1;
reg         [63:0] op2;
wire signed [63:0] op1_signed;
wire signed [63:0] op2_signed;
wire        [31:0] op1_word;
wire signed [31:0] op1_word_signed;
wire signed [63:0] pc_signed;
wire op1_lt_op2_signed;
wire op1_lt_op2_unsigned;
wire [5:0] shift_bits;
always @(*) begin
    case ({forward_ex_rs1_i, forward_ls_rs1_i})
        2'b10   : op1 = ex_ls_rd_data_i;
        2'b01   : op1 = wbu_rd_wdata_i;
        default : op1 = rs1_rdata_i;
    endcase
end
always @(*) begin
    casez ({forward_ex_rs2_i, forward_ls_rs2_i, op2_is_imm_i})
        3'b100  : op2 = ex_ls_rd_data_i;
        3'b010  : op2 = wbu_rd_wdata_i;
        3'b??1  : op2 = imm_i;
        default : op2 = rs2_rdata_i;
    endcase
end
assign op1_signed = $signed(op1);
assign op2_signed = $signed(op2);
assign op1_word        = op1[31:0];
assign op1_word_signed = $signed(op1_word);
assign pc_signed  = $signed(pc_i);
assign shift_bits = op2[5:0];
assign add_rd_data   = op1_signed + op2_signed;
assign sub_rd_data   = op1_signed - op2_signed;
assign op1_lt_op2_signed = op1_signed < op2_signed;
assign slt_rd_data       = {{63{1'b0}}, op1_lt_op2_signed};
assign op1_lt_op2_unsigned = op1 < op2;
assign sltu_rd_data        = {{63{1'b0}}, op1_lt_op2_unsigned};
assign xor_rd_data = op1 ^ op2;
assign sll_rd_data = op1 << shift_bits;
assign srl_rd_data = op1 >> shift_bits;
assign sra_rd_data = op1_signed >>> shift_bits;
assign and_rd_data = op1 & op2;
assign or_rd_data  = op1 | op2;
assign lui_rd_data = op2;
assign auipc_rd_data = pc_signed + op2_signed;
assign addw_rd_data = {{32{add_rd_data[31]}}, add_rd_data[31:0]};
assign subw_rd_data = {{32{sub_rd_data[31]}}, sub_rd_data[31:0]};
assign sllw_temp    = op1_word << shift_bits[4:0];
assign sllw_rd_data = {{32{sllw_temp[31]}}, sllw_temp};
assign srlw_temp    = op1_word >> shift_bits[4:0];
assign srlw_rd_data = {{32{srlw_temp[31]}}, srlw_temp};
assign sraw_temp    = op1_word_signed >>> shift_bits[4:0];
assign sraw_rd_data = {{32{sraw_temp[31]}}, sraw_temp};
assign jal_rd_data  = pc_i + 4;
assign csrrw_wdata  =  rs1_rdata_i;
assign csrrs_wdata  =  rs1_rdata_i | csr_rdata_i;
assign csrrc_wdata  = ~rs1_rdata_i & csr_rdata_i;
assign csrrwi_wdata =  imm_i;
assign csrrsi_wdata =  imm_i | csr_rdata_i;
assign csrrci_wdata = ~imm_i & csr_rdata_i;
assign exu_rd_wen_o  = rd_wen_i;
assign exu_rd_addr_o = rd_addr_i;
assign exu_rd_data_o = ({64{op_alu_add}}   & add_rd_data)
                |  ({64{op_alu_sub}}   & sub_rd_data)
                |  ({64{op_alu_slt}}   & slt_rd_data)
                |  ({64{op_alu_sltu}}  & sltu_rd_data)
                |  ({64{op_alu_xor}}   & xor_rd_data)
                |  ({64{op_alu_sll}}   & sll_rd_data)
                |  ({64{op_alu_srl}}   & srl_rd_data)
                |  ({64{op_alu_sra}}   & sra_rd_data)
                |  ({64{op_alu_and}}   & and_rd_data)
                |  ({64{op_alu_or}}    & or_rd_data)
                |  ({64{op_alu_lui}}   & lui_rd_data)
                |  ({64{op_alu_auipc}} & auipc_rd_data)
                |  ({64{op_alu_addw}}  & addw_rd_data)
                |  ({64{op_alu_subw}}  & subw_rd_data)
                |  ({64{op_alu_sllw}}  & sllw_rd_data)
                |  ({64{op_alu_srlw}}  & srlw_rd_data)
                |  ({64{op_alu_sraw}}  & sraw_rd_data)
                |  ({64{op_is_jal_i}}  & jal_rd_data)
                |  ({64{op_csr}}       & csr_rdata_i)
                ;
assign exu_mem_addr_o  = add_rd_data;
assign exu_mem_wdata_o = forward_ls_rs2_i ? wbu_rd_wdata_i :
                         forward_ex_rs2_i ? ex_ls_rd_data_i : rs2_rdata_i;
assign exu_ls_info_o   = ls_info_i;
assign exu_mem_read_o  = mem_read_i;
assign exu_mem_write_o = mem_write_i;
assign exu_csr_waddr_o = csr_waddr_i;
assign exu_csr_wen_o   = csr_wen_i;
assign exu_csr_wdata_o = ({64{op_csr_csrrw }} & csrrw_wdata)
                  |  ({64{op_csr_csrrs }} & csrrs_wdata)
                  |  ({64{op_csr_csrrc }} & csrrc_wdata)
                  |  ({64{op_csr_csrrwi}} & csrrwi_wdata)
                  |  ({64{op_csr_csrrsi}} & csrrsi_wdata)
                  |  ({64{op_csr_csrrci}} & csrrci_wdata)
                  ;
endmodule
```
`config.mk`:
```
export PLATFORM = sky130hd
export DESIGN_NAME = exu
export DESIGN_NICKNAME = exu
export VERILOG_FILES = /design/flow/design.v
export SDC_FILE = /design/flow/constraint.sdc
export NUM_CORES = 4
export LEC_CHECK = 1
export CORE_AREA = 10 10 426 426
export DIE_AREA = 0 0 436 436
```
==> run_results.csv <==
group,metric,value,unit
status,status,"completed",
global_routing,grt-ovfl-total,0,
critical_path,crit_slowest_cell,"a2111oi_0",
die,fp_util,20.0,%
critical_path,critPathLaunch,"forward_ex_rs1_i",
critical_path,path_cells,"clkdlybuf4s50_1, inv_1, ha_4, buf_4, buf_4, a221o_1, o21ai_0, inv_1, ha_1, a21o_1, o21ba_2, a2111oi_0, o31a_1, o21ai_0, a211oi_1, a22oi_2, a31oi_4, o21ai_2, buf_4, nor4_1, o2111ai_1, clkdlybuf4s50_1",
global_routing,grt_first_pass_wirelength,502,mm
global_routing,grt_pass1_vias,49058,
route,drc,0,
job,warnings,164,
critical_path,required,39.52,ns
critical_path,max_stage_delay,0.76,ns
synthesis,area_leaders,"ha_1 9.4%, a21oi_1 8.3%, nand2_1 6.8%, o21ai_0 6.7%, mux2i_1 6.1%",
layout,area_delta_synth_final,30.2,%
global_routing,grt_usage,39.3,%
synthesis,synth_stat.cells,5507,
critical_path,cp-start-kind,"primary input",
pwr,p_leak,16.7,nW
sta,relSlewSlack,13.4,%
sta,layout_min_cycle_time,27.64,ns
die,rows,152,
route,viasPerCell,6.38,
layout,clkbuf_count,0,
sta,setup_violations,0,
die,dieArea,0.190,mm²
pwr,totalPowerFinal,0.00118,W
critical_path,critPathMaxFanout,62,
clock_network,post_cts_buffers,0,
critical_path,path_buffers,7,
place,place_ws,22.10,ns
pwr,p_int,0.000361,W
synthesis,yosysChipArea,0.0343,mm²
pwr,p_switching,0.000819,W
synthesis,syn_area_per_cell,6.23,µm²
layout,seq_cells,0,
synthesis,ys_types,107,
sta,rsz0062_at_grt,"false",
critical_path,worstSetupPathType,"primary input to primary output",
sta,timing.final.crit_share,56.0,%
die,die_y,436,µm
clock_network,ctsResizeCount,0,
sta,layout_setup_ws,21.76,ns
pwr,power.density,26.4,mW/mm²
synthesis,syn-instance-count,5507,
critical_path,crit_arrival,17.76,ns
layout,layout_top_cell,"clkdlybuf4s50_1",
sta,fmax,0.0362,GHz
layout,drive_gt1_share,7.36,%
pwr,vdd_drop_max,10.8,µV
sta,holdWs,19.76,ns
synthesis,ys_seq_share,0,%
die,die_x,436,µm
route,drt_iter0_drc,7860,
route,wl_per_cell,46.7,µm
pwr,switching_share,69.4,%
critical_path,crit_end,"exu_rd_data_o[59]",
sta,tightest_slew,1.29,ns
synthesis,netlist_area,0.0343,mm²
die,coreArea,0.172,mm²
place,io_buffers,729,
route,drt-total-wl,390,mm
sta,drv_slew,0,
sta,finalHoldViolations,0,
hold_path,hold_path.class,"primary input to primary output",
synthesis,yosysWarnings,1,
place,post-dp-hpwl,332,mm
sta,tns,0,ns
die,io_pins,793,
route,vias,53333,
layout,lay_top_cells,"719 x clkdlybuf4s50_1, 623 x nand2_1, 565 x a21oi_1",
critical_path,crit_family,"AND-OR/OR-AND gates",
critical_path,path_common_cell,"buf_4",
layout,ff_latch_area,0,µm²
global_routing,grt_max_degree,112,
global_routing,antenna_found_initial,57,
critical_path,cp-end-kind,"primary output",
synthesis,top_cell_area_share,9.45,%
synthesis,yosysTopAreaCell,"ha_1",
place,gp_congestion,1.11,
clock_network,hold_buffers,0,
critical_path,worstSetupPathDepth,22,
job,cap_viol_max_count,0,
route,ant_nets,0,
route,detailedRoute.firstPassIterationCount,10,
[through the flow]
| step | utilization (%) | area [µm²] | std cells |
|---|---|---|---|
| CTS | 25.9 | 44600 | 8329 |
| global placement | 25.9 | 44600 | 8328 |
| detailed placement | 25.9 | 44600 | 8329 |
| global route | 25.9 | 44600 | 8335 |
| floorplan | - | 34300 | 5507 |
| finish | 26.0 | 44700 | 8359 |
[cells by family (layout without fill, tap and decap cells)]
group / Yosys count / count (layout) / synth area share (%)
AOI/OAI and AO/OA: 2326 / 2326 / 45.8
xor gates and xnor gates: 216 / 216 / 5.54
adders and majority gates: 259 / 259 / 9.45
buffers and inverters: 810 / 1322 / 9.84
muxes: 244 / 244 / 7.33
other: 0 / 30 / 0
and+or+nand+nor: 1652 / 1652 / 22.1
[how the worst min path moves through the flow]
stage | startpoint | slack (ns) | endpoint | cells after the start
global route | csr_waddr_i[0] | 19.76 | exu_csr_waddr_o[0] | 0
CTS | csr_waddr_i[0] | 19.76 | exu_csr_waddr_o[0] | 0
finish | csr_waddr_i[0] | 19.76 | exu_csr_waddr_o[0] | 0
[layout make-up]
cell class	count	area, µm²
inverter	307	1160
multi-input combinational	4697	31100
fill	19470	127000
timing repair buffer	1015	9440
tap	2310	2890
antenna	30	75.1
[per-layer routing]
metal  routed length [µm]  share of wire, %  vias up  GRT usage (%)
li1                     -                 -    21938              -
met1               157000                40    26788           50.9
met2               162000                41     3780           56.5
met3                33300               8.5      801           8.38
met4                37900               9.7       26           30.0
met5                  183             0.047        -              0
[power groups by stage]
stage         Combinational [W]         Clock, W  Sequential (W)
CTS                     0.00113                0               0
global route            0.00119  0.0000000000232               0
[Yosys cell counts, types with 33 or more instances]
library cell	count
o221ai_1	97
o21ai_1	41
nand4_1	80
o2111ai_1	37
nand2_1	623
nor3_1	230
nand3_1	107
nor4_1	35
a22oi_1	91
a222oi_1	65
inv_1	293
mux2i_1	209
o21bai_1	52
a211oi_1	132
o211ai_1	65
a31oi_1	57
a21o_1	102
o21ai_0	457
buf_1	76
o21a_1	62
ha_1	259
a221o_1	94
nor2_1	365
buf_2	95
xor2_1	58
o31ai_1	33
nor2b_1	42
buf_4	47
a21oi_1	566
clkbuf_1	280
xnor2_1	157
a221oi_1	87
o22ai_1	83
Power and IR drop assume default switching activity.
