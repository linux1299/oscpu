`/design/flow/run.sh`:
```
#!/bin/bash
# OpenROAD 26Q1-2900-gdf79404cd8, Yosys 0.63+post, stock flow scripts
make -C /OpenROAD-flow-scripts/flow DESIGN_CONFIG=/design/flow/config.mk WORK_HOME=/design/flow/orfs finish
```
`/design/flow/config.mk`:
```
export PLATFORM = sky130hd
export DESIGN_NAME = ram_arbiter
export DESIGN_NICKNAME = ram_arbiter
export VERILOG_FILES = /design/flow/design.v
export SDC_FILE = /design/flow/constraint.sdc
export NUM_CORES = 4
export LEC_CHECK = 1
export CORE_AREA = 10 10 333 333
export DIE_AREA = 0 0 343 343
```
`/design/flow/constraint.sdc`:
```
current_design ram_arbiter

set clk_period 18.8
set clk_io_pct 0.2

create_clock -name clk0 -period $clk_period [get_ports {clk}]

set non_clock_inputs [all_inputs -no_clocks]
set_input_delay [expr $clk_period * $clk_io_pct] -clock clk0 $non_clock_inputs
set_output_delay [expr $clk_period * $clk_io_pct] -clock clk0 [all_outputs]
```
`/design/flow/design.v`:
```
`timescale 1ns / 1ps
`timescale 1ns / 1ps
module ram_arbiter (
    input clk,
    input rst_n,
    input            ifu_cen_i,
    input     [63:0] ifu_addr_i,
    input     [2:0]  ifu_size_i,
    input            ifu_instr_valid_i,
    output           ram_ifu_valid_o,
    output    [63:0] ram_ifu_data_o,
    input            lsu_cen_i,
    input            lsu_wen_i,
    input     [63:0] lsu_addr_i,
    input     [2:0]  lsu_size_i,
    input     [63:0] lsu_wdata_i,
    output           ram_lsu_valid_o,
    output    [63:0] ram_lsu_data_o,
    output           ram_timer_cen_o,
    output           ram_timer_wen_o,
    output    [63:0] ram_timer_addr_o,
    output    [63:0] ram_timer_wdata_o,
    input     [63:0] timer_rdata_i,
    input            timer_ready_i,
    output reg       ram_rw_cen_o,
    output reg       ram_rw_wen_o,
    output reg[63:0] ram_rw_addr_o,
    output reg[63:0] ram_rw_wdata_o,
    output reg[7:0]  ram_rw_wmask_o,
    output reg[2:0]  ram_rw_size_o,
    input            ram_rw_ready_i,
    input     [63:0] ram_rw_data_i
);
localparam MASK_WIDTH  = 128;
localparam IDLE    = 4'd0;
localparam IF_REQ  = 4'd1;
localparam IF_WAIT = 4'd2;
localparam LS_HOLD = 4'd4;
localparam LS_REQ_TIMER = 4'd5;
localparam LS_REQ_0= 4'd6;
localparam LS_REQ_1= 4'd7;
localparam LS_WAIT = 4'd8;
reg  [3:0]  cur_state;
reg  [3:0]  nxt_state;
reg  [2:0]  ifu_instr_valid_reg;
reg         ifu_cen_reg;
reg  [63:0] ifu_addr_reg;
reg  [2:0]  ifu_size_reg;
wire        req_timer_valid;
reg [7:0]   lsu_req_len;
wire lsu_aligned = lsu_addr_i[2:0] == 3'b000;
wire lsu_size_b  = lsu_size_i[1:0] == 2'b00;
wire lsu_size_h  = lsu_size_i[1:0] == 2'b01;
wire lsu_size_w  = lsu_size_i[1:0] == 2'b10;
wire lsu_size_d  = lsu_size_i[1:0] == 2'b11;
wire [3:0]   lsu_addr_op1 = {1'b0, lsu_addr_i[2:0]};
wire [3:0]   lsu_addr_op2 =   ({4{lsu_size_b}} & {4'b0000})
                            | ({4{lsu_size_h}} & {4'b0001})
                            | ({4{lsu_size_w}} & {4'b0011})
                            | ({4{lsu_size_d}} & {4'b0111})
                            ;
wire [3:0]   lsu_addr_end = lsu_addr_op1 + lsu_addr_op2;
wire         lsu_crossover= lsu_addr_end[3];  
wire [7:0]   lsu_len              = lsu_aligned ? 8'd0 : {7'b0, lsu_crossover};  
wire [2:0]   lsu_size             = lsu_size_i;
wire [63:0]  lsu_addr             = lsu_addr_i;
wire [63:0]  lsu_addr_aligned     = {lsu_addr_i[63:3], 3'd0};
wire [5:0]   lsu_aligned_offset_l = {3'b0, lsu_addr_i[2:0]} << 3;
wire [5:0]   lsu_aligned_offset_h = 64 - lsu_aligned_offset_l;
wire [127:0] lsu_full_rmask =(({MASK_WIDTH{lsu_size_b}} & {{MASK_WIDTH-8{1'b0}},  8'hff})
                            | ({MASK_WIDTH{lsu_size_h}} & {{MASK_WIDTH-16{1'b0}}, 16'hffff})
                            | ({MASK_WIDTH{lsu_size_w}} & {{MASK_WIDTH-32{1'b0}}, 32'hffffffff})
                            | ({MASK_WIDTH{lsu_size_d}} & {{MASK_WIDTH-64{1'b0}}, 64'hffffffff_ffffffff})
                            ) << lsu_aligned_offset_l;
wire [15:0] lsu_full_wmask  = (({16{lsu_size_b}} & 16'b0000_0001)
                             | ({16{lsu_size_h}} & 16'b0000_0011)
                             | ({16{lsu_size_w}} & 16'b0000_1111)
                             | ({16{lsu_size_d}} & 16'b1111_1111)
                             ) << lsu_addr_i[2:0];
wire [63:0] lsu_rmask_l  = lsu_full_rmask[63:0];
wire [63:0] lsu_rmask_h  = lsu_full_rmask[127:64];
wire [7:0]  lsu_wmask_l  = lsu_full_wmask[7:0];
wire [7:0]  lsu_wmask_h  = lsu_full_wmask[15:8];
wire [63:0] lsu_wdata_l  = (lsu_wdata_i << lsu_aligned_offset_l) & lsu_rmask_l;
wire [63:0] lsu_wdata_h  = (lsu_wdata_i >> lsu_aligned_offset_h) & lsu_rmask_h;
always @(posedge clk) begin
    if (~rst_n) begin
        lsu_req_len <= 8'd0;
    end
    else if (nxt_state==LS_REQ_0) begin
        lsu_req_len <= 8'd0;
    end
    else if (nxt_state==LS_WAIT && ram_rw_ready_i) begin
        lsu_req_len <= lsu_req_len + 1'd1;
    end
end
always @(posedge clk) begin
    if(~rst_n) begin
        cur_state <= IDLE;
    end
    else begin
        cur_state <= nxt_state;
    end
end
always @(*) begin
    case (cur_state)
        IDLE : begin
            if (ifu_cen_i || ifu_cen_reg)
                nxt_state = IF_REQ;
            else
                nxt_state = IDLE;
        end
        IF_REQ : begin
                nxt_state = IF_WAIT;
        end
        IF_WAIT : begin
            if (ram_rw_ready_i)
                nxt_state = LS_HOLD;
            else
                nxt_state = IF_WAIT;
        end
        LS_HOLD : begin
            if (ifu_instr_valid_reg[2]
                && req_timer_valid
                && lsu_cen_i
                )
                nxt_state = LS_REQ_TIMER;
            else if (ifu_instr_valid_reg[2]
                && ~req_timer_valid
                && lsu_cen_i
                )
                nxt_state = LS_REQ_0;
            else if (| ifu_instr_valid_reg[1:0])
                nxt_state = LS_HOLD;
            else if (ifu_cen_reg)
                nxt_state = IF_REQ;
            else
                nxt_state = LS_HOLD;
        end
        LS_REQ_TIMER : begin
                nxt_state = LS_WAIT;
        end
        LS_REQ_0 : begin
                nxt_state = LS_WAIT;
        end
        LS_REQ_1 : begin
                nxt_state = LS_WAIT;
        end
        LS_WAIT : begin
            if (timer_ready_i) begin
                nxt_state = IDLE;
            end
            else if (ram_rw_ready_i ) begin
                if (lsu_req_len==lsu_len)
                    nxt_state = IDLE;
                else
                    nxt_state = LS_REQ_1;
            end
            else
                nxt_state = LS_WAIT;
        end
        default : nxt_state = IDLE;
    endcase
end
always @(posedge clk) begin
    if (~rst_n) begin
        ifu_instr_valid_reg <= 3'b0;
    end
    else begin
        ifu_instr_valid_reg[0] <= ifu_instr_valid_i;
        ifu_instr_valid_reg[1] <= ifu_instr_valid_reg[0];
        ifu_instr_valid_reg[2] <= ifu_instr_valid_reg[1];
    end
end
always @(posedge clk) begin
    if (~rst_n) begin
        ifu_cen_reg <= 1'b0;
    end
    else if (nxt_state==IF_REQ) begin
        ifu_cen_reg <= 1'b0;
    end
    else if (ifu_cen_i) begin
        ifu_cen_reg <= 1'b1;
    end
end
always @(posedge clk) begin
    if (~rst_n) begin
        ifu_addr_reg <= 64'b0;
        ifu_size_reg <= 3'b0;
    end
    else if (ifu_cen_i) begin
        ifu_addr_reg <= ifu_addr_i;
        ifu_size_reg <= ifu_size_i;
    end
end
assign ram_ifu_valid_o = (cur_state == IF_WAIT)
                        & ram_rw_ready_i;
assign ram_ifu_data_o  = ram_rw_data_i;
wire [63:0] lsu_rdata_l  = (ram_rw_data_i & lsu_rmask_l) >> lsu_aligned_offset_l;
wire [63:0] lsu_rdata_h  = (ram_rw_data_i & lsu_rmask_h) << lsu_aligned_offset_h;
reg  [63:0] lsu_rdata;
reg         lsu_rdata_valid;
always @(posedge clk) begin
    if (~rst_n) begin
        lsu_rdata <= 64'b0;
        lsu_rdata_valid <= 1'b0;
    end
    else if (req_timer_valid) begin
        lsu_rdata <= timer_rdata_i;
        lsu_rdata_valid <= timer_ready_i;
    end
    else if (cur_state==LS_WAIT && ram_rw_ready_i) begin
        if (~lsu_aligned && lsu_crossover) begin
            if (lsu_req_len==8'd1) begin
                lsu_rdata <= lsu_rdata | lsu_rdata_h;
                lsu_rdata_valid <= 1'b1;
            end
            else begin
                lsu_rdata <= lsu_rdata_l;
                lsu_rdata_valid <= 1'b0;
            end
        end
        else begin
            lsu_rdata <= lsu_rdata_l;
            lsu_rdata_valid <= 1'b1;
        end
    end
    else begin
        lsu_rdata_valid <= 1'b0;
    end
end
assign ram_lsu_data_o  = lsu_rdata;
assign ram_lsu_valid_o = lsu_rdata_valid;
assign req_timer_valid  =  (lsu_addr_i == 64'h200_bff8)
                        || (lsu_addr_i == 64'h200_4000);
assign ram_timer_cen_o   = cur_state==LS_REQ_TIMER;
assign ram_timer_wen_o   = lsu_wen_i;
assign ram_timer_addr_o  = lsu_addr_i;
assign ram_timer_wdata_o = lsu_wdata_i;
always @(posedge clk) begin
    if(~rst_n) begin
        ram_rw_addr_o  <= 0;
        ram_rw_wen_o   <= 0;
        ram_rw_cen_o   <= 0;
        ram_rw_wdata_o <= 0;
        ram_rw_size_o  <= 0;
        ram_rw_wmask_o <= 0;
    end
    else begin
        case (nxt_state)
            IF_REQ : begin
                if (ifu_cen_i) begin
                    ram_rw_cen_o   <= 1'b1;
                    ram_rw_wen_o   <= 1'b0;
                    ram_rw_addr_o  <= ifu_addr_i;
                    ram_rw_wdata_o <= 64'b0;
                    ram_rw_size_o  <= ifu_size_i;
                end
                else if (ifu_cen_reg) begin
                    ram_rw_cen_o   <= 1'b1;
                    ram_rw_wen_o   <= 1'b0;
                    ram_rw_addr_o  <= ifu_addr_reg;
                    ram_rw_wdata_o <= 64'b0;
                    ram_rw_size_o  <= ifu_size_reg;
                end
            end
            LS_REQ_0: begin
                ram_rw_cen_o   <= 1'b1;
                ram_rw_wen_o   <= lsu_wen_i;
                ram_rw_addr_o  <= lsu_addr;
                ram_rw_wdata_o <= lsu_wdata_l;
                ram_rw_size_o  <= 3'b011;
                ram_rw_wmask_o <= lsu_wmask_l;
            end
            LS_REQ_1: begin
                ram_rw_cen_o   <= 1'b1;
                ram_rw_wen_o   <= lsu_wen_i;
                ram_rw_addr_o  <= lsu_addr_aligned + 4'd8;
                ram_rw_wdata_o <= lsu_wdata_h;
                ram_rw_size_o  <= 3'b011;
                ram_rw_wmask_o <= lsu_wmask_h;
            end
            LS_WAIT, IF_WAIT  : begin
                ram_rw_cen_o   <= ram_rw_cen_o  ;
                ram_rw_wen_o   <= ram_rw_wen_o  ;
                ram_rw_addr_o  <= ram_rw_addr_o ;
                ram_rw_wdata_o <= ram_rw_wdata_o;
                ram_rw_size_o  <= ram_rw_size_o ;
                ram_rw_wmask_o <= ram_rw_wmask_o;
            end
            default : begin
                ram_rw_addr_o  <= 0;
                ram_rw_wen_o   <= 0;
                ram_rw_cen_o   <= 0;
                ram_rw_wdata_o <= 0;
                ram_rw_size_o  <= 0;
                ram_rw_wmask_o <= 0;
            end
        endcase
    end
end
endmodule
```
==> CHANGELOG.md <==
## Flow update

- Hold WC Path Type: reg2reg
- Hpwl dp: 115800 um
- Yosys cell types: 88
- First-iteration detailed-routing DRC count: 2533
- Int Pwr: 1324 uW
- Detail Route Antenna Nets: 0
- Sw Pwr: 643.3 uW
- Max_cap viols: 0
- Die Height: 343 um
- R2R Path End: lsu_rdata[52]
- Minimum clock period: 9085 ps
- Share of power burned in registers: 0.327
- Crit path DAT: 5330 ps
- PortBufs: 733
- Setup_tns: 0 ps
- Via count: 25710
- Leakage: 0.01095 uW
- Initial antenna violation count: 19
- Primary FF master, synth: dfxtp_1
- Placer Congestion: 0.9836
- Slew of the pin with the lowest slew margin: 1039 ps
- CP Class: in2out
- FF+latch area: 5866 um2
- Cell Area, Synth: 22020 um2
- Hold Fails Final Rpt: 0
- Peak Freq: 110.1 MHz
- Largest net degree at the start of global routing: 119
- GRT Residual Overflow: 0
- Horiz. Die Dim: 343 um
- CTS resizes: 0
- Floorplan core density: 0.2128
- Slew headroom: 0.3046
- Global-route wire length before repair: 200000 um
- Gate Area: 13740 um2
- RSZ-0062 raised after global routing: no
- Mean Syn Cell Area: 7.724 um2
- Largest stage delay on the critical path: 950 ps
- FF-to-FF Start: lsu_req_len[0]
- # rows: 118
- Req. time, crit path: 15040 ps
- Hold_buf cts: 0
- Worst Hold Path EP: ifu_instr_valid_reg[2]
- Core area: 103500 um2
- Final Slew Violations: 0
- Worst setup SP type: primary input
- Clock power share: 0.409
- Flops after synth: 293
- H-tree depth: 2
- Dpl cell area: 29460 um2
- Logic pwr share: 0.263
- Crit path capture type: output pin
- Final worst path period share: 0.4833
- Hold path start: ifu_instr_valid_reg[1]
- Yosys Chip Area: 22020 um2
- Vias in the first global route: 24880
- Drt total wl: 148100 um
- # setup viols final: 0
- Root buffer cell: clkbuf_16
- CTS tree: built
- Wirelength per Cell: 31.50 um
- Hold path depth: 1
- Reg2Reg Setup Slack: 13870 ps
- Critical Path Slowest Stage Cell: clkdlybuf4s50_1
- Yosys warning tally: 1
- Outcome: completed
- Share of layout cells above drive strength 1: 0.08861
- Buffer count from post-CTS setup fixing: 0
- Design area: 30830 um2
- Async SR Flop Fraction: 0
- R2r worst-path depth: 11
- Worst path buffer plus inverter count: 2
- Total power density per cell area: 63.82 nW/um2
- Crit-path cells: clkdlybuf4s50_1 > clkdlybuf4s50_1
- Synth Instances: 2851
- Cell count in the Yosys report: 2851
- Latency at later pin: 630 ps
- I/O pin total: 735
- Clk slew on worst S/H paths: 60 ps
- OpenROAD warning count: 31
- Max Root-Sink Buffers: 3
- Post-synth EDFFs: 0
- Crit Path Max Fanout: 6
- Post-layout util: 0.2979
- Via-per-instance ratio: 5.467
- DR pass1 iterations: 8
- Net switching fraction of the power: 0.3269
- Total die size: 117600 um2
- CTS sink count: 293
- Num CTS Buffers: 40
- All-Layer GR Usage: 0.2428
- Peak VDD IR: 0.05775 mV
- Area growth, synth to finish: 40.00%
- CP most frequent cell: clkdlybuf4s50_1
- Setup Skew: 55.70 ps
- Synth Seq Share: 0.2664
- Filler cells: 10980
- Final hold slack: 453.7 ps
- DRC: 0
- Top Family by Delay on Critical Path: buffers and inverters
[Yosys cell counts, types with 30 or more instances]
library cell  instances  area share
dfxtp_1             293        0.27
a22oi_1              57       0.019
xor2_1               30       0.012
a221oi_1             51       0.020
nor2_1              329       0.056
buf_1                39      0.0066
o211ai_1             41       0.014
nand2_1             229       0.039
buf_4               197       0.067
a211oi_1             39       0.013
clkbuf_1            162       0.028
mux2i_1             114       0.052
a21oi_1             254       0.058
and2_1               68       0.019
nand3_1              73       0.017
xnor2_1              35       0.014
mux2_2               57       0.029
a31oi_1              33      0.0094
a222oi_1             33       0.015
and3_1               39       0.011
mux4_2               30       0.031
nor3_1               30      0.0068
nand4_1              31      0.0088
o21ai_0             160       0.036
[power groups by stage]
| stage | Clock (uW) | Combinational, uW | Sequential [uW] |
|---|---|---|---|
| final | 805 | 518 | 644 |
| after global routing | 843 | 544 | 646 |
| after CTS | 820 | 513 | 644 |
[layout make-up]
class / count / share of cell area
repair buffers: 825 / 0.2608
clock buffers: 52 / 0.03758
clock inverters: 18 / 0.006291
inverters: 24 / 0.003084
well taps: 1380 / 0.05601
diodes: 5 / 0.0004058
multi-input cells: 2106 / 0.4455
flip-flops and latches: 293 / 0.1903
[cell usage in the layout (no fill, tap or decap), drive strengths merged, types with 15 or more instances in the layout]
cell           count
a211oi            40
a21o              24
a21oi            254
a221oi            52
a222oi            33
a22o              29
a22oi             57
a31oi             33
and2              68
and3              39
buf               96
clkbuf            53
clkdlybuf4s50    728
dfxtp            293
inv               22
mux2              58
mux2i            114
mux4              30
nand2            230
nand2b            22
nand3             74
nand4             31
nor2             332
nor2b             23
nor3              31
nor4              20
o211ai            41
o21a              19
o21ai            163
o221ai            25
or3               18
or4               15
xnor2             35
xor2              30
[how the worst max path moves through the flow]
stage / slack [ps] / depth (start not counted) / end / start
4_1_cts: 9700 / 2 / ram_timer_wdata_o[29] / lsu_wdata_i[29]
5_1_grt: 9650 / 3 / ram_ifu_valid_o / ram_rw_ready_i
6_report: 9710 / 2 / ram_ifu_data_o[34] / ram_rw_data_i[34]
[layer usage]
| layer | vias up | global-route usage | part of all wire |
|---|---|---|---|
| met5 | - | 0 | 0.00088 |
| met4 | 20 | 0.1012 | 0.052 |
| met3 | 332 | 0.08139 | 0.11 |
| met2 | 1621 | 0.4050 | 0.48 |
| met1 | 12440 | 0.2839 | 0.36 |
| li1 | 11300 | - | - |
[kinds of logic after synthesis]
group,Yosys count,share of synthesized area
mux,202,0.1122
compound gates,901,0.2781
xor+xnor,65,0.02585
buf+inv,452,0.1126
fa+ha+maj,8,0.004546
flops,293,0.2664
simple gates,930,0.2003
[stage by stage]
step | instances | power [uW] | worst slack (ps)
after detailed placement | 4628 | 1167 | 9650
after floorplan | 2851 | 894.1 | 11000
after global routing | 4699 | 2033 | 9649
after global placement | 4628 | 1168 | 9676
after CTS | 4698 | 1977 | 9700
final | 4703 | 1968 | 9715
Power is estimated from default activity; no workload was simulated.
