==> ./design.v <==
`timescale 1ns / 1ps
`timescale 1ns / 1ps
module reg_file(
    input   clk,
    input   rst_n,
    input        wen_i,
    input [4:0]  addr_i,
    input [63:0] wdata_i,
    input            rs1_cen_i,
    input            rs2_cen_i,
    input     [4:0]  rs1_addr_i,
    input     [4:0]  rs2_addr_i,
    output reg[63:0] rs1_rdata_o,
    output reg[63:0] rs2_rdata_o
);
reg [63:0] regs [0:31];
integer i;
always @(posedge clk) begin
    if(~rst_n) begin
        for (i = 0; i < 32; i=i+1) begin
            regs[i] <= 64'b0;
        end
    end
    else if(wen_i & (addr_i != 5'd0)) begin
        regs[addr_i] <= wdata_i;
    end
end
always @(*) begin
    if(rs1_addr_i == 5'b0) begin
        rs1_rdata_o = 64'b0;
    end
    else if(wen_i & (addr_i == rs1_addr_i) & rs1_cen_i) begin
        rs1_rdata_o = wdata_i;
    end
    else if(rs1_cen_i) begin
        rs1_rdata_o = regs[rs1_addr_i];
    end
    else begin
        rs1_rdata_o = 64'b0;
    end
end
always @(*) begin
    if(rs2_addr_i == 5'b0) begin
        rs2_rdata_o = 64'b0;
    end
    else if(wen_i & (addr_i == rs2_addr_i) & rs2_cen_i) begin
        rs2_rdata_o = wdata_i;
    end
    else if(rs2_cen_i) begin
        rs2_rdata_o = regs[rs2_addr_i];
    end
    else begin
        rs2_rdata_o = 64'b0;
    end
end
endmodule
==> ./run.sh <==
#!/bin/bash
# OpenROAD 26Q1-2900-gdf79404cd8, Yosys 0.63+post, stock flow scripts
make -C /OpenROAD-flow-scripts/flow DESIGN_CONFIG=/design/flow/config.mk WORK_HOME=/design/flow/orfs finish
==> ./config.mk <==
export PLATFORM = sky130hd
export DESIGN_NAME = reg_file
export DESIGN_NICKNAME = reg_file
export VERILOG_FILES = /design/flow/design.v
export SDC_FILE = /design/flow/constraint.sdc
export NUM_CORES = 4
export LEC_CHECK = 1
export CORE_UTILIZATION = 40
==> ./constraint.sdc <==
current_design reg_file

set clk_period 37.3
set clk_io_pct 0.2

create_clock -name clk0 -period $clk_period [get_ports {clk}]

set non_clock_inputs [all_inputs -no_clocks]
set_input_delay [expr $clk_period * $clk_io_pct] -clock clk0 $non_clock_inputs
set_output_delay [expr $clk_period * $clk_io_pct] -clock clk0 [all_outputs]
==> impl_metrics.py <==
# Metrics from the implementation run
metrics = {
    "status": {
        "outcome": "finished, final reports clean",
    },
    "die": {
        "pin_count": 212,
        "die.size.y_um": 523,
        "dieArea_mm2": 0.273,
        "core-area_mm2": 0.269,
        "chipWidth_um": 523,
        "floorplan.core_util": 0.403,
        "std_cell_rows": 190,
    },
    "critical_path": {
        "path_cells": "buf_8, buf_4, buf_12, buf_4, buf_4, buf_4, mux4_2, mux4_2, nor2b_1, a211o_1, clkdlybuf4s50_1",
        "crit_path_frequent_cell": "buf_4",
        "slowest_delay_ns": 0.65,
        "arrival_ns": 13.00,
        "path_class": "in -> out",
        "critPathMaxFanout": 61,
        "critPathSlowestCell": "buf_4",
        "endpoint": "rs1_rdata_o[6]",
        "cp.depth": 11,
        "critical_path_buf_inv_count": 7,
        "endpoint_kind": "output pin",
        "critPathLaunchType": "primary input",
        "cpLargestDelayFamily": "buffers and inverters",
        "critPathLaunch": "rs1_addr_i[0]",
        "worstPathRequired_ns": 29.84,
    },
    "run": {
        "tool_warnings": 26,
        "cap_violations": 0,
    },
    "global_routing": {
        "grt_max_degree": 73,
        "grt_usage": 0.330,
        "overflow": 0,
        "grt_pass1_wl_um": 568000,
        "antenna_found_initial": 34,
        "grt_pass1_vias": 74000,
    },
    "cts": {
        "post-cts-setup-buffer-count": 0,
        "clock_path_buffers": 3,
        "hold_buffers": 0,
        "clkTransAtPathRegs_ns": 0.06,
        "cts.sinks": 2048,
        "cts_resized": 0,
        "cts_tree": "built",
        "root_buffer": "clkbuf_16",
        "htreeDepth": 4,
        "cts_buffers": 221,
    },
    "route": {
        "ant_nets": 0,
        "routed_via_density": 6.32,
        "drcViolationCount": 0,
        "wire_per_inst_um": 38.0,
        "drt_iter0_markers": 4838,
        "vias": 67900,
        "wirelength_um": 408000,
        "dr.pass1.iters": 6,
    },
    "layout": {
        "comb_area_mm2": 0.0447,
        "layout-drive-gt1-share": 0.256,
        "ff_latch_area_mm2": 0.0615,
        "top_register": "regs",
        "fill_cells": 22300,
        "fin_util": 0.457,
        "largest_register_ffs": 2048,
        "syn2layout_area_growth_pct": 13.2,
        "reg_top3": "regs: 2048 flops",
    },
    "synthesis": {
        "yosysWarnings": 1,
        "simple_gate_area_frac": 0.126,
        "synth-edff-count": 2048,
        "synth_cells": 6895,
        "logic_family": "multiplexers",
        "avgSynthCellArea_um2": 15.7,
        "async_flop_share": 0,
        "ys_seq_frac": 0.567,
        "ys_types": 46,
        "ys.flops": 2048,
        "ys_sh_mux": 0.230,
        "netlist_area_mm2": 0.108,
        "yosys_area_mm2": 0.108,
        "ys_sh_xor": 0.000807,
        "ys_cells": 6895,
        "ys_sh_adder": 0,
        "flop_cell": "edfxtp_1",
        "compound_area_frac": 0.0472,
    },
    "min_path": {
        "worstHoldPathType": "in -> reg",
    },
    "timing": {
        "fmax_ghz": 0.0489,
        "fin_crit_sh": 0.548,
        "fin_setup_tns_ns": 0,
        "hold_ws_ns": 7.27,
        "slew_headroom": 0.175,
        "drv_slew": 0,
        "fin_crit_ns": 20.46,
        "rsz0062_at_grt": "no",
        "setup_viol": 0,
        "tightest_slew_ns": 1.21,
        "hold_viol_final": 0,
    },
    "placed_design": {
        "placement.io_buffers": 211,
        "globalplace.congestion": 0.906,
        "hpwl_um": 230000,
    },
    "power": {
        "power_per_cell_area_mw_per_mm2": 45.4,
        "p_leak_nw": 41.6,
        "peakVddDrop_uv": 42.8,
    },
}
-- cell usage in the layout (no fill, tap or decap), types with 69 or more instances in the layout --
cell | netlist | routed
and2_1 | 2050 | 2047
mux2i_1 | 78 | 78
clkbuf_16 | 0 | 223
a211o_1 | 126 | 126
a211oi_1 | 81 | 81
mux4_2 | 1069 | 1069
edfxtp_1 | 2048 | 2048
a22oi_1 | 256 | 256
nor2b_1 | 72 | 69
buf_4 | 6 | 367
clkdlybuf4s50_1 | 0 | 201
a21oi_1 | 127 | 127
-- cell usage after synthesis, types with 3 or more instances --
master,n,share of area
a2111oi_0,66,0.0053
a211o_1,126,0.010
a211oi_1,81,0.0056
a21oi_1,127,0.0059
a22oi_1,256,0.018
and2_1,2050,0.12
buf_1,37,0.0013
buf_2,139,0.0064
buf_4,6,0.00042
buf_6,5,0.00052
clkbuf_1,589,0.020
edfxtp_1,2048,0.57
inv_1,5,0.00017
mux2_2,7,0.00073
mux2i_1,78,0.0072
mux4_2,1069,0.22
nand2_1,7,0.00024
nand2b_1,3,0.00017
nand3_1,6,0.00028
nand3b_1,6,0.00042
nand4_1,3,0.00017
nor2_1,38,0.0013
nor2b_1,72,0.0042
o211ai_1,3,0.00021
o21ai_0,32,0.0015
xnor2_1,9,0.00073
-- stage by stage --
step	instance area [µm²]	std cells	power (W)	worst slack, ns
after floorplan	109000	6958	0.00316	20.52
after global placement	116000	10300	0.00343	16.73
after detailed placement	116000	10300	0.00343	16.72
after CTS	123000	10700	0.00558	16.71
after global routing	123000	10700	0.00572	16.41
final	123000	10700	0.00557	16.84
-- cell type report --
cell class              count  share of cell area
well taps                3552              0.0362
multi-input cells        4128               0.364
inverters                   6            0.000265
diodes                     36            0.000734
clock buffers             266              0.0468
flip-flops and latches   2048               0.501
clock inverters           130              0.0105
repair buffers            582              0.0407
-- worst min path at each step --
stage,to,startpoint,slack (ns),cells after the start
CTS,regs[23][44]$_SDFFCE_PN0P_,rst_n,7.20,2
global route,regs[23][44]$_SDFFCE_PN0P_,rst_n,7.23,2
finish,regs[23][44]$_SDFFCE_PN0P_,rst_n,7.27,2
-- report_power, final --
part           internal [W]  switching (W)  leakage, nW
sequential          0.00266      0.0000631         19.5
combinational      0.000296       0.000382         18.7
clock               0.00123       0.000943         3.43
total               0.00419        0.00139         41.6
-- cells by family after synthesis --
group	count (synthesis)
AND-OR/OR-AND	701
XOR/XNOR	10
multiplexers	1154
flip-flops	2048
other	1
AND/OR/NAND/NOR	2199
buffers and inverters	782
-- layer usage --
layer | up-vias | GRT usage | routed length [µm]
li1 | 27100 | - | -
met1 | 33400 | 0.357 | 122000
met2 | 6157 | 0.454 | 180000
met3 | 1137 | 0.300 | 85100
met4 | 58 | 0.122 | 19200
met5 | - | 0.0379 | 1100
Power figures rest on the tool's default switching activity, not on a simulated workload.
