<file path="flow/run.sh">
#!/bin/bash
# OpenROAD 26Q1-2900-gdf79404cd8, Yosys 0.63+post, stock flow scripts
make -C /OpenROAD-flow-scripts/flow DESIGN_CONFIG=/design/flow/config.mk WORK_HOME=/design/flow/orfs finish
</file>
<file path="flow/constraint.sdc">
current_design rvcpu

set clk_period 11.4
set clk_io_pct 0.2

create_clock -name clk0 -period $clk_period [get_ports {clk}]

set non_clock_inputs [all_inputs -no_clocks]
set_input_delay [expr $clk_period * $clk_io_pct] -clock clk0 $non_clock_inputs
set_output_delay [expr $clk_period * $clk_io_pct] -clock clk0 [all_outputs]
</file>
<file path="flow/design.v">
`timescale 1ns / 1ps
`timescale 1ns / 1ps
module exe_stage(
  input wire rst,
  input wire [4 : 0]inst_type_i,
  input wire [7 : 0]inst_opcode,
  input wire [63 : 0]op1,
  input wire [63 : 0]op2,
  output wire [4 : 0]inst_type_o,
  output reg  [63 : 0]rd_data
);
assign inst_type_o = inst_type_i;
always@( * )
begin
  if( rst == 1'b1 )
  begin
    rd_data = 64'h00000000_00000000;
  end
  else
  begin
    case( inst_opcode )
	  8'h11: begin rd_data = op1 + op2;  end
	  default:   begin rd_data = 64'h00000000_00000000; end
	endcase
  end
end
endmodule
`timescale 1ns / 1ps
module id_stage(
  input wire rst,
  input wire [31 : 0]inst,
  input wire [63 : 0]rs1_data,
  input wire [63 : 0]rs2_data,
  output wire rs1_r_ena,
  output wire [4 : 0]rs1_r_addr,
  output wire rs2_r_ena,
  output wire [4 : 0]rs2_r_addr,
  output wire rd_w_ena,
  output wire [4 : 0]rd_w_addr,
  output wire [4 : 0]inst_type,
  output wire [7 : 0]inst_opcode,
  output wire [63 : 0]op1,
  output wire [63 : 0]op2
);
wire [6  : 0]opcode;
wire [4  : 0]rd;
wire [2  : 0]func3;
wire [4  : 0]rs1;
wire [11 : 0]imm;
assign opcode = inst[6  :  0];
assign rd     = inst[11 :  7];
assign func3  = inst[14 : 12];
assign rs1    = inst[19 : 15];
assign imm    = inst[31 : 20];
wire inst_addi =   ~opcode[2] & ~opcode[3] & opcode[4] & ~opcode[5] & ~opcode[6]
                 & ~func3[0] & ~func3[1] & ~func3[2];
assign inst_type[4] = ( rst == 1'b1 ) ? 0 : inst_addi;
assign inst_opcode[0] = (  rst == 1'b1 ) ? 0 : inst_addi;
assign inst_opcode[1] = (  rst == 1'b1 ) ? 0 : 0;
assign inst_opcode[2] = (  rst == 1'b1 ) ? 0 : 0;
assign inst_opcode[3] = (  rst == 1'b1 ) ? 0 : 0;
assign inst_opcode[4] = (  rst == 1'b1 ) ? 0 : inst_addi;
assign inst_opcode[5] = (  rst == 1'b1 ) ? 0 : 0;
assign inst_opcode[6] = (  rst == 1'b1 ) ? 0 : 0;
assign inst_opcode[7] = (  rst == 1'b1 ) ? 0 : 0;
assign rs1_r_ena  = ( rst == 1'b1 ) ? 0 : inst_type[4];
assign rs1_r_addr = ( rst == 1'b1 ) ? 0 : ( inst_type[4] == 1'b1 ? rs1 : 0 );
assign rs2_r_ena  = 0;
assign rs2_r_addr = 0;
assign rd_w_ena   = ( rst == 1'b1 ) ? 0 : inst_type[4];
assign rd_w_addr  = ( rst == 1'b1 ) ? 0 : ( inst_type[4] == 1'b1 ? rd  : 0 );
assign op1 = ( rst == 1'b1 ) ? 0 : ( inst_type[4] == 1'b1 ? rs1_data : 0 );
assign op2 = ( rst == 1'b1 ) ? 0 : ( inst_type[4] == 1'b1 ? { {52{imm[11]}}, imm } : 0 );
endmodule
`timescale 1ns / 1ps
module if_stage(
  input wire clk,
  input wire rst,
  output wire [63 : 0]inst_addr,
  output wire         inst_ena
);
reg [63 : 0]pc;
always@( posedge clk )
begin
  if( rst == 1'b1 )
  begin
    pc <= 64'h00000000_00000000 ;
  end
  else
  begin
    pc <= pc + 4;
  end
end
assign inst_addr = pc;
assign inst_ena  = ( rst == 1'b1 ) ? 0 : 1;
endmodule
`timescale 1ns / 1ps
module regfile(
    input  wire clk,
	input  wire rst,
	input  wire  [4  : 0] w_addr,
	input  wire  [63 : 0] w_data,
	input  wire 		  w_ena,
	input  wire  [4  : 0] r_addr1,
	output reg   [63 : 0] r_data1,
	input  wire 		  r_ena1,
	input  wire  [4  : 0] r_addr2,
	output reg   [63 : 0] r_data2,
	input  wire 		  r_ena2
    );
	reg [63 : 0] 	regs[0 : 31];
	always @(posedge clk) 
	begin
		if ( rst == 1'b1 ) 
		begin
			regs[ 0] <= 64'h00000000_00000000;
			regs[ 1] <= 64'h00000000_00000000;
			regs[ 2] <= 64'h00000000_00000000;
			regs[ 3] <= 64'h00000000_00000000;
			regs[ 4] <= 64'h00000000_00000000;
			regs[ 5] <= 64'h00000000_00000000;
			regs[ 6] <= 64'h00000000_00000000;
			regs[ 7] <= 64'h00000000_00000000;
			regs[ 8] <= 64'h00000000_00000000;
			regs[ 9] <= 64'h00000000_00000000;
			regs[10] <= 64'h00000000_00000000;
			regs[11] <= 64'h00000000_00000000;
			regs[12] <= 64'h00000000_00000000;
			regs[13] <= 64'h00000000_00000000;
			regs[14] <= 64'h00000000_00000000;
			regs[15] <= 64'h00000000_00000000;
			regs[16] <= 64'h00000000_00000000;
			regs[17] <= 64'h00000000_00000000;
			regs[18] <= 64'h00000000_00000000;
			regs[19] <= 64'h00000000_00000000;
			regs[20] <= 64'h00000000_00000000;
			regs[21] <= 64'h00000000_00000000;
			regs[22] <= 64'h00000000_00000000;
			regs[23] <= 64'h00000000_00000000;
			regs[24] <= 64'h00000000_00000000;
			regs[25] <= 64'h00000000_00000000;
			regs[26] <= 64'h00000000_00000000;
			regs[27] <= 64'h00000000_00000000;
			regs[28] <= 64'h00000000_00000000;
			regs[29] <= 64'h00000000_00000000;
			regs[30] <= 64'h00000000_00000000;
			regs[31] <= 64'h00000000_00000000;
		end
		else 
		begin
			if ((w_ena == 1'b1) && (w_addr != 5'h00))	
				regs[w_addr] <= w_data;
		end
	end
	always @(*) begin
		if (rst == 1'b1)
			r_data1 = 64'h00000000_00000000;
		else if (r_ena1 == 1'b1)
			r_data1 = regs[r_addr1];
		else
			r_data1 = 64'h00000000_00000000;
	end
	always @(*) begin
		if (rst == 1'b1)
			r_data2 = 64'h00000000_00000000;
		else if (r_ena2 == 1'b1)
			r_data2 = regs[r_addr2];
		else
			r_data2 = 64'h00000000_00000000;
	end
endmodule
`timescale 1ns / 1ps
`timescale 1ns / 1ps
module rvcpu(
  input wire            clk,
  input wire            rst,
  input wire  [31 : 0]  inst,
  output wire [63 : 0]  inst_addr, 
  output wire           inst_ena
);
wire rs1_r_ena;
wire [4 : 0]rs1_r_addr;
wire rs2_r_ena;
wire [4 : 0]rs2_r_addr;
wire rd_w_ena;
wire [4 : 0]rd_w_addr;
wire [4 : 0]inst_type;
wire [7 : 0]inst_opcode;
wire [63 : 0]op1;
wire [63 : 0]op2;
wire [63 : 0] r_data1;
wire [63 : 0] r_data2;
wire [4 : 0]inst_type_o;
wire [63 : 0]rd_data;
if_stage If_stage(
  .clk(clk),
  .rst(rst),
  .inst_addr(inst_addr),
  .inst_ena(inst_ena)
);
id_stage Id_stage(
  .rst(rst),
  .inst(inst),
  .rs1_data(r_data1),
  .rs2_data(r_data2),
  .rs1_r_ena(rs1_r_ena),
  .rs1_r_addr(rs1_r_addr),
  .rs2_r_ena(rs2_r_ena),
  .rs2_r_addr(rs2_r_addr),
  .rd_w_ena(rd_w_ena),
  .rd_w_addr(rd_w_addr),
  .inst_type(inst_type),
  .inst_opcode(inst_opcode),
  .op1(op1),
  .op2(op2)
);
exe_stage Exe_stage(
  .rst(rst),
  .inst_type_i(inst_type),
  .inst_opcode(inst_opcode),
  .op1(op1),
  .op2(op2),
  .inst_type_o(inst_type_o),
  .rd_data(rd_data)
);
regfile Regfile(
  .clk(clk),
  .rst(rst),
  .w_addr(rd_w_addr),
  .w_data(rd_data),
  .w_ena(rd_w_ena),
  .r_addr1(rs1_r_addr),
  .r_data1(r_data1),
  .r_ena1(rs1_r_ena),
  .r_addr2(rs2_r_addr),
  .r_data2(r_data2),
  .r_ena2(rs2_r_ena)
);
endmodule
</file>
<file path="flow/config.mk">
export PLATFORM = sky130hd
export DESIGN_NAME = rvcpu
export DESIGN_NICKNAME = rvcpu
export VERILOG_FILES = /design/flow/design.v
export SDC_FILE = /design/flow/constraint.sdc
export NUM_CORES = 4
export LEC_CHECK = 1
export CORE_UTILIZATION = 40
</file>
==> summary.txt <==
yosys + openroad results -> CP Launch Point=rst, Hold Violations, Final=0, Crit Reg-Reg Startpoint=If_stage.pc[4]$_SDFF_PP0_, Comb area=1610 µm², Placed Cells=~500, core area=around 7000 µm², vias per cell=5.24, share of layout cells above drive strength 1=6.99%, CP startpoint kind=input pin, CTS max path bufs=2, total CTS buffers=9, internal power=about 0.35 mW, Peak supply drop=approximately 95 µV, Max Transition Viols Final=0, Net Sw Frac=roughly 20%, IO Count=approximately 99, count of library flops with an enable pin=0, Mapped Area=between 2000 and 3000 µm², mean routed wirelength per cell=between 10 and 15 µm, num rows=30, maxcap violations=0, YS chip area=roughly 3000 µm², count leader, synth=dfxtp_1, Seq share, synth=between 40% and 50%, Setup TNS Final=0 ns, register area=approximately 1200 µm², Comb power frac=between 1.5 and 2%, largest net degree at the start of global routing=roughly 62, Max Clk Rate=about 0.17 GHz, total tool warning count=approximately 57, total grt overflow=0, Reg clk slew, reported paths=about 0.07 ns, max_slew headroom=between 50% and 60%, Top FF cell, synth=dfxtp_1, area delta synth->final=31.0%, clk sinks=between 60 and 70, cell taking the most area after synthesis=dfxtp_1, CP max FO=~61, Final Cycle Share=50.8%, n_diodes=0, CTS tree=built, GPL Wtd Cong=0.804, Dominant cell area share=around 42%, Total Power=approximately 0.44 mW, max reg flops=62, Late-Pin Clk Latency=between 0.3 and 0.4 ns, top cells by count, synth=62 x dfxtp_1, 38 x nor2_1, 30 x a21oi_1, capture point of the worst reg-to-reg path=If_stage.pc[63]$_SDFF_PP0_, GRT Total Usage=18.5%, syn avg cell area=about 8.5 µm², Synth Instances=~350, Leakage=roughly 1.3 nW, CP Data Arrival Time=between 3 and 4 ns, switching power=a little under 0.09 mW, Post-CTS Hold Fix Bufs=0, final-layout fill cell count=between 600 and 700, R2R depth=5, DR pass1 iterations=4, DRT iter0 DRCs=104, clock skew=~0.0066 ns, FP Core Util=between 40% and 50%, post-CTS setup repair buffer count=0, chip area=7730 µm², Synth warnings=3, DR DRC count=0, Reg power frac=between 50% and 60%, total wire length=between 6 and 7 mm, post-DP HPWL=between 4 and 5 mm, Setup crit end kind=output pin, initial antenna violation count=0, crit path DRT=roughly 9.1 ns, R2R setup slack=approximately 8.9 ns, Final setup violation count=0, first-pass GRT wire length=roughly 11 mm, Hold Path Class=register to register, vias after detailed routing=~2,700, Unique cell types=33, Clock power frac=48.3%, biggest regs=If_stage.pc: 62 flops, Finished Core Util=around 56%, Pwr per Cell Area=~110 nW/µm², H-tree Lvls=3, Setup crit end=inst_ena, ys async rst share=0%, unrepaired setup endpoints after global routing=false, Antenna Violating Nets Remaining=0, cells resized by post-CTS repair=0, PortBufs=64, Yosys reg bits=62, via count of the first global-routing pass=2,313, outcome=finished clean, Die X=87.9 µm, Top reg by flops=If_stage.pc, Area contributors post-synth=dfxtp_1 42%, xor2_1 6.2%, a21oi_1 5.1%, nor2_1 4.8%, or3_1 4.2%, min cycle time layout=5.79 ns, yosys cell count=347, CTS root buffer=clkbuf_8, WS Path Type=input pin to output pin, Layout Cells excl Fill=a little over 500, Worst Tran Pin Value=about 0.63 ns, die height=87.9 µm
## cell usage in the layout, fill, tap and decap left out
| master | count |
|---|---|
| nor4_1 | 4 |
| or4_1 | 10 |
| ha_1 | 1 |
| nor4_4 | 3 |
| conb_1 | 2 |
| inv_1 | 9 |
| or2_2 | 1 |
| bufinv_16 | 2 |
| nand4_1 | 17 |
| or3_1 | 20 |
| clkbuf_8 | 10 |
| nand2_1 | 28 |
| o31ai_1 | 10 |
| clkbuf_1 | 2 |
| nand3_1 | 22 |
| clkinv_2 | 2 |
| buf_2 | 1 |
| dfxtp_1 | 62 |
| nor2_1 | 38 |
| xnor2_1 | 9 |
| o21ai_0 | 20 |
| nand4_4 | 2 |
| nor3_1 | 3 |
| buf_4 | 2 |
| nor2b_1 | 1 |
| and3_1 | 5 |
| xor2_1 | 21 |
| nand3_4 | 1 |
| clkdlybuf4s50_1 | 63 |
| nor3_4 | 1 |
| nand3_2 | 2 |
| and4_1 | 3 |
| nand3b_1 | 1 |
| and2_1 | 5 |
| a21oi_1 | 30 |
| nand4_2 | 2 |
## per-stage QoR
step / hold slack, ns / setup WS [ns] / instance area, µm²
after floorplan: 0.439 / 6.61 / 2960
after global placement: 0.468 / 5.58 / 3650
after detailed placement: 0.474 / 5.61 / 3650
after CTS: 0.484 / 5.59 / 3870
after global routing: 0.520 / 5.51 / 3870
final: 0.478 / 5.61 / 3870
## how the worst min path moves through the flow
stage                     startpoint  cells after the start                         end
4_1_cts   If_stage.pc[63]$_SDFF_PP0_                      2  If_stage.pc[63]$_SDFF_PP0_
6_report  If_stage.pc[63]$_SDFF_PP0_                      2  If_stage.pc[63]$_SDFF_PP0_
5_1_grt   If_stage.pc[63]$_SDFF_PP0_                      2  If_stage.pc[63]$_SDFF_PP0_
## cell type report
type                       count  area share (%)
clock buffer                  12            3.75
multi-input combinational    262            41.5
inverter                       9           0.874
clock inverter                 4            1.81
tap                           96            3.11
timing repair buffer          66            16.8
sequential                    62            32.1
## power groups by stage
stage | Combinational, mW | Clock [mW] | Sequential [mW]
global route | 0.00849 | 0.227 | 0.219
CTS | 0.00762 | 0.219 | 0.219
finish | 0.00735 | 0.211 | 0.219
## routing by layer
metal / part of all wire, % / wire, µm / global-route usage, % / up-vias
met4: 1.5 / 99 / 2.68 / 0
met3: 5.1 / 349 / 3.82 / 10
met5: 0 / 0 / 0 / -
li1: - / - / - / 1377
met1: 50 / 3450 / 27.7 / 1238
met2: 43 / 2930 / 29.2 / 53
## cells by family (layout without fill, tap and decap cells)
kind of cell | after synthesis | in the layout | share of synthesized area (%)
simple gates | 169 | 169 | 33.8
flops | 62 | 62 | 42.1
compound gates | 60 | 60 | 11.0
xor+xnor | 30 | 30 | 8.90
buf+inv | 24 | 91 | 3.65
fa+ha+maj | 1 | 1 | 0.424
other cells | 1 | 2 | 0.127
## critical path: stages
cell and delay [ns]:
buf_2 0.07, buf_4 0.49, inv_1 0.16, clkdlybuf4s50_1 0.46
Power figures rest on the tool's default switching activity, not on a simulated workload.
